<file path="./config.mk">
export PLATFORM = sky130hd
export DESIGN_NAME = baud_rate
export DESIGN_NICKNAME = baud_rate
export VERILOG_FILES = /design/flow/design.v
export SDC_FILE = /design/flow/constraint.sdc
export NUM_CORES = 4
export LEC_CHECK = 1
export CORE_AREA = 10 10 89 89
export DIE_AREA = 0 0 99 99
</file>
<file path="./constraint.sdc">
current_design baud_rate

set clk_period 2.5
set clk_io_pct 0.2

create_clock -name clk0 -period $clk_period [get_ports {clk}]

set non_clock_inputs [all_inputs -no_clocks]
set_input_delay [expr $clk_period * $clk_io_pct] -clock clk0 $non_clock_inputs
set_output_delay [expr $clk_period * $clk_io_pct] -clock clk0 [all_outputs]
</file>
<file path="./design.v">
module baud_rate(
  input clk,
  output reg tx_en,rx_en);
  reg[12:0]tx_counter;  
  reg[9:0]rx_counter;   
  always @(posedge clk)
     begin
       if(tx_counter==5208)
            tx_counter=0;
       else 
           tx_counter=tx_counter+1'b1;  
     end
  always @(posedge clk)
     begin
       if(rx_counter==5208)
            rx_counter=0;
       else 
           rx_counter=rx_counter+1'b1;  
     end
  assign tx_en=(tx_counter==0)?1'b1:1'b0;  
  assign rx_en=(rx_counter==0)?1'b1:1'b0;  
endmodule
</file>
<file path="./run.sh">
#!/bin/bash
# OpenROAD 26Q1-2900-gdf79404cd8, Yosys 0.63+post, stock flow scripts
make -C /OpenROAD-flow-scripts/flow DESIGN_CONFIG=/design/flow/config.mk WORK_HOME=/design/flow/orfs finish
</file>
==> results.yml <==
# implementation run metrics
route:
  viasPerCell: 3.707
  vias: 671
  drt.antenna.violating_nets: 0
  drc: 0
  num_antenna_cells: 0
  drt_iter0_drc: 22
  finalWirelength_um: 1492
  firstDrtPassIters: 4
  wl_per_cell_um: 8.243
synthesis:
  ys_seq_share_pct: 46.94
  topCellsByArea: "dfxtp_1 (47%), xor2_1 (11%), ha_1 (5.1%)"
  synthesis.area_um2: 980.9
  synth_chip_area_um2: 980.9
  ys_types: 27
  ys_cells: 101
  synth_top_flop_cell: "dfxtp_1"
  avgSynthCellArea_um2: 9.712
  async_flop_share_pct: 0
  edf_count: 0
  synth_warnings: 3
  synth-seq-cells: 23
  top_cell_area_share_pct: 46.94
  synth_cells: 101
  yosysTopAreaCell: "dfxtp_1"
cts:
  numCtsBuffers: 3
  tritoncts: "done"
  cts_buffer_depth: 2
  ctsResizeCount: 0
  h-tree-depth: 1
  root_buffer: "clkbuf_8"
  cts-hold-fix-buffers: 0
  clk_pin_slew_worst_paths_ps: 90
  clkSinkCount: 23
  cts_setup_buffers: 0
  insertion_delay_ps: 260
final_timing:
  worst_pin_slew_ps: 339.1
  setup_viol: 0
  clock_skew_ps: 7.282
  fin_ws_ps: 123.8
  hold_viol_final: 0
  holdWs_ps: 452.8
  fin_crit_ps: 2376
  fmaxAchievable_mhz: 420.8
  finalMaxSlewViolations: 0
  tns_ps: 0
  rsz0062_at_grt: "no"
  relSlewSlack_pct: 77.39
  period_used_pct: 95.05
worst_hold_path:
  hold_path_end: "rx_counter[0]"
  hold_depth: 1
  hold_path_class: "reg -> reg"
  min_from: "rx_counter[0]"
setup_path:
  r2r_setup_slack_ps: 970
  slowest_stage: "or4_2"
  crit_path_end_kind: "output pin"
  critical-path-max-stage-delay_ps: 680
  reg2reg_depth: 4
  reg2reg_to: "tx_counter[12]"
  worstPathMaxFanout: 6
  crit_chain: "or4_2 > nor3_2 > clkdlybuf4s50_1"
  worstPathArrival_ps: 1880
  cp.required_ps: 2000
  worstSetupStartpointType: "register"
  critPathKind: "reg -> out"
  crit-reg2reg-launch: "tx_counter[0]"
pwr:
  powerDensity_nw_per_um2: 520.4
  sw_frac_of_total_pct: 20.09
  p_leak_nw: 0.4876
  ir_worst_vdd_v: 0.0002915
  pwr-share-comb_pct: 0
  netSwitchingPower_w: 0.0001200
  p_total_w: 0.0005970
  p_clk_share_pct: 38.7
  p_int_w: 0.0004771
  seqPwrFrac_pct: 61.3
outcome:
  status: "finished, final reports clean"
placement:
  place.gp.congestion: 0.7399
  placed_area_um2: 1090
  dpl_worst_slack_ps: 379.2
  hpwl_um: 1064
  io_buffers: 2
global_route:
  grtUsageMet2_pct: 4.409
  grt_pass1_vias: 636
  overflow: 0
  top_usage_layer: "met2"
  grt_max_degree: 14
  grt_pass1_wl_um: 2670
  use_met3_pct: 1.621
  antenna_found_initial: 0
  grt_use_total_pct: 3.126
  use_met1_pct: 4.320
final_layout:
  nFillCells: 644
  lay_top_count: "dfxtp_1"
  layout-drive-gt1-share_pct: 10.38
  fin_area_um2: 1147
  comb_area_um2: 511.7
  syn_to_final_growth_pct: 16.96
  final_cell_mix: "dfxtp_1 (23), xor2_1 (12), nand3_1 (8), nand2_1 (8), nor2_1 (8)"
  ff_latch_area_um2: 460.4
floorplan:
  num_io_pins: 3
  dieArea_um2: 9801
  die_h_um: 99
  die_x_um: 99
  core_um2: 5991
  rows: 28
  core_util_floorplan_pct: 16.37
run:
  cap_violations: 0
  warnings: 27
==> cells in the mapped netlist, types with 2 or more instances <==
master    n
dfxtp_1  23
xor2_1   12
nand2_1   8
nand3_1   8
nor2_1    8
nor3_1    5
ha_1      4
inv_1     4
xnor2_1   4
and3_1    3
nor4_1    3
a21oi_1   2
nand4_1   2
o31ai_1   2
==> state kept, by name (all words and copies together) (netlist names) <==
register and count:
tx_counter 13, rx_counter 10
==> power by group through the flow <==
stage | combinational [W] | clock [W] | sequential [W]
4_1_cts | 0.000000000274 | 0.000239 | 0.000366
5_1_grt | 0.000000000277 | 0.000256 | 0.000366
6_report | 0.000000000277 | 0.000231 | 0.000366
==> cell type report <==
| type | instances | share of cell area [%] |
|---|---|---|
| Multi-Input combinational cell | 73 | 44.60 |
| Sequential cell | 23 | 40.13 |
| Tap cell | 75 | 8.179 |
| Clock buffer | 3 | 3.599 |
| Timing Repair Buffer | 2 | 1.745 |
| Inverter | 4 | 1.309 |
| Clock inverter | 1 | 0.4362 |
==> cell families (layout without fill, tap and decap cells) <==
group	Yosys count	count (layout)	share of synthesized area, %
AND-OR/OR-AND	6	6	3.953
XOR/XNOR	16	16	14.29
adder cells (fa/ha/maj)	4	4	5.102
buffers and inverters	5	10	2.040
flip-flops	23	23	46.94
AND/OR/NAND/NOR	47	47	27.68
==> metal layers <==
layer / part of all wire (%) / wire length [µm]
met5: 0 / 0
met4: 0.54 / 8
met2: 37 / 554
met1: 55 / 819
met3: 7.3 / 109
==> critical path, delay by kind of cell, from the launching register on <==
family	cells	cell delay (ps)
flops	1	350
buf+inv	1	470
simple gates	2	790
==> metrics by stage <==
| stage | util [%] | instances |
|---|---|---|
| floorplan | - | 101 |
| global placement | 18.19 | 177 |
| detailed placement | 18.19 | 177 |
| CTS | 18.96 | 181 |
| global route | 19.15 | 181 |
| finish | 19.15 | 181 |
==> worst max path at each step <==
stage / from / end / slack [ps] / depth (start not counted)
CTS: tx_counter[10] / tx_en / 80 / 3
finish: tx_counter[10] / tx_en / 120 / 3
global route: tx_counter[10] / tx_en / 30 / 3
Power figures rest on the tool's default switching activity, not on a simulated workload.
